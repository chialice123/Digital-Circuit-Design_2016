## run.sh

```bash
#!/bin/bash
# OpenROAD 26Q1-2900-gdf79404cd8, Yosys 0.63+post, stock flow scripts
make -C /OpenROAD-flow-scripts/flow DESIGN_CONFIG=/design/flow/config.mk WORK_HOME=/design/flow/orfs finish
```

## config.mk

```make
export PLATFORM = sky130hd
export DESIGN_NAME = single_cpu
export DESIGN_NICKNAME = single_cpu
export VERILOG_FILES = /design/flow/design.v
export SDC_FILE = /design/flow/constraint.sdc
export NUM_CORES = 4
export LEC_CHECK = 1
export CORE_UTILIZATION = 50
```

## constraint.sdc

```tcl
current_design single_cpu

set clk_period 18.4
set clk_io_pct 0.2

create_clock -name clk0 -period $clk_period [get_ports {clk}]

set non_clock_inputs [all_inputs -no_clocks]
set_input_delay [expr $clk_period * $clk_io_pct] -clock clk0 $non_clock_inputs
set_output_delay [expr $clk_period * $clk_io_pct] -clock clk0 [all_outputs]
```

## design.v

```verilog
module single_cpu(
	clk,
	rst_n,
	in_valid,
	instruction,
	dout,
	out_valid,
	ren,
	wen,
	addr,
	din,
	out0,
	out1,
	out2,
	out3,
	out4,
	out5,
	out6,
	out7,
	out8,
	out9,
	out10,
	out11,
	out12,
	out13,
	out14,
	out15
);
input clk, rst_n, in_valid;
input [18:0] instruction;
input [15:0] dout;
output logic out_valid, ren, wen;
output logic [15:0] out0, out1, out2, out3, out4, out5, out6, out7, out8, out9, out10,
					out11, out12, out13, out14, out15, din;
output logic [3:0] addr;
logic [18:0] in;
logic [15:0] rd, rs, rt, rl;
logic [3:0] cnt;
logic [31:0] temp;
logic ok;
parameter 	IDLE = 2'b00,
			IN 	 = 2'b01,
			CAL  = 2'b10,
			OUT  = 2'b11;
logic [1:0] state, next;
always @(posedge clk or negedge rst_n) begin
	if(!rst_n)
		state <= IDLE;
	else
		state <= next;
end
always_comb begin
	case (state)
		IDLE: 
			if (in_valid) next = IN;
			else next = IDLE;
		IN:
			if (!in_valid) next = CAL;
			else next = IN;
		CAL:
			if (ok) next = OUT;
			else next = CAL;
		OUT:
			if (!out_valid) next = IDLE;
			else next = OUT;
	endcase
end
always @(posedge clk or negedge rst_n) begin
	if (!rst_n) begin
		ok <= 0;
		temp <= 0;
		out_valid <= 0;
		out0 <= 0;
		out1 <= 0;
		out2 <= 0;
		out3 <= 0;
		out4 <= 0;
		out5 <= 0;
		out6 <= 0;
		out7 <= 0;
		out8 <= 0;
		out9 <= 0;
		out10 <= 0;
		out11 <= 0;
		out12 <= 0;
		out13 <= 0;
		out14 <= 0;
		out15 <= 0;
		ren <= 0;
		wen <= 0;
		addr <= 0;
		din <= 0;
	end else begin
		if (state==CAL || state==OUT) begin
			cnt <= cnt+1;
		end else begin
			cnt <= 0;
		end
		if (in_valid)
			in <= instruction;
		if (next==OUT)
			out_valid <= 1;
		case (state)
			IDLE: begin
				ok <= 0;
				out_valid <= 0;
				temp <= 0;
				ren <= 0;
				wen <= 0;
				addr <= 0;
				din <= 0;
			end
			CAL: begin
				if (cnt==0) begin
					case (in[15:12])
						4'd0: rs <= out0;
						4'd1: rs <= out1;
						4'd2: rs <= out2;
						4'd3: rs <= out3;
						4'd4: rs <= out4;
						4'd5: rs <= out5;
						4'd6: rs <= out6;
						4'd7: rs <= out7;
						4'd8: rs <= out8;
						4'd9: rs <= out9;
						4'd10: rs <= out10;
						4'd11: rs <= out11;
						4'd12: rs <= out12;
						4'd13: rs <= out13;
						4'd14: rs <= out14;
						4'd15: rs <= out15;		
					endcase
				end else if (cnt==1) begin
					case (in[11:8])
						4'd0: rt <= out0;
						4'd1: rt <= out1;
						4'd2: rt <= out2;
						4'd3: rt <= out3;
						4'd4: rt <= out4;
						4'd5: rt <= out5;
						4'd6: rt <= out6;
						4'd7: rt <= out7;
						4'd8: rt <= out8;
						4'd9: rt <= out9;
						4'd10: rt <= out10;
						4'd11: rt <= out11;
						4'd12: rt <= out12;
						4'd13: rt <= out13;
						4'd14: rt <= out14;
						4'd15: rt <= out15;
					endcase
				end else begin  
					case (in[18:16])
						3'b000: begin
							if (cnt==2) begin
								case (in[3:0])
									4'b0000: rd <= rs & rt;
									4'b0001: rd <= rs | rt;
									4'b0010: rd <= rs + rt;
									4'b0011: begin
										if (rs>rt) rd <= rs-rt;
										else rd <= rt-rs;
									end
								endcase
							end else begin
								case (in[7:4])
									4'd0: out0 <= rd;
									4'd1: out1 <= rd;
									4'd2: out2 <= rd;
									4'd3: out3 <= rd;
									4'd4: out4 <= rd;
									4'd5: out5 <= rd;
									4'd6: out6 <= rd;
									4'd7: out7 <= rd;
									4'd8: out8 <= rd;
									4'd9: out9 <= rd;
									4'd10: out10 <= rd;
									4'd11: out11 <= rd;
									4'd12: out12 <= rd;
									4'd13: out13 <= rd;
									4'd14: out14 <= rd;
									4'd15: out15 <= rd;
								endcase
								ok <= 1;
								cnt <= 0;
							end
						end
						3'b001: begin
							if (cnt==2)
								temp <= temp + rs*rt[3:0];
							else if (cnt==3)
								temp <= temp + ((rs*rt[7:4])<<4);
							else if (cnt==4)
								temp <= temp + ((rs*rt[11:8])<<8);
							else if (cnt==5)
								temp <= temp + ((rs*rt[15:12])<<12);
							else if (cnt==6)
								{rd[15:0],rl[15:0]} <= temp;
							else begin
								case (in[7:4])
									4'd0: out0 <= rd;
									4'd1: out1 <= rd;
									4'd2: out2 <= rd;
									4'd3: out3 <= rd;
									4'd4: out4 <= rd;
									4'd5: out5 <= rd;
									4'd6: out6 <= rd;
									4'd7: out7 <= rd;
									4'd8: out8 <= rd;
									4'd9: out9 <= rd;
									4'd10: out10 <= rd;
									4'd11: out11 <= rd;
									4'd12: out12 <= rd;
									4'd13: out13 <= rd;
									4'd14: out14 <= rd;
									4'd15: out15 <= rd;
								endcase
								case (in[3:0])
									4'd0: out0 <= rl;
									4'd1: out1 <= rl;
									4'd2: out2 <= rl;
									4'd3: out3 <= rl;
									4'd4: out4 <= rl;
									4'd5: out5 <= rl;
									4'd6: out6 <= rl;
									4'd7: out7 <= rl;
									4'd8: out8 <= rl;
									4'd9: out9 <= rl;
									4'd10: out10 <= rl;
									4'd11: out11 <= rl;
									4'd12: out12 <= rl;
									4'd13: out13 <= rl;
									4'd14: out14 <= rl;
									4'd15: out15 <= rl;
								endcase
								ok <= 1;
								cnt <= 0;
							end
						end
						3'b010:begin
							if (cnt==2)
								rt <= rs + in[7:0];
							else begin
								case (in[11:8])
									4'd0: out0 <= rt;
									4'd1: out1 <= rt;
									4'd2: out2 <= rt;
									4'd3: out3 <= rt;
									4'd4: out4 <= rt;
									4'd5: out5 <= rt;
									4'd6: out6 <= rt;
									4'd7: out7 <= rt;
									4'd8: out8 <= rt;
									4'd9: out9 <= rt;
									4'd10: out10 <= rt;
									4'd11: out11 <= rt;
									4'd12: out12 <= rt;
									4'd13: out13 <= rt;
									4'd14: out14 <= rt;
									4'd15: out15 <= rt;
								endcase
								ok <= 1;
								cnt <= 0;
							end
						end
						3'b011: begin
							if (cnt==2) begin
								if (rs>in[7:0])
									rt <= rs - in[7:0];
								else 
									rt <= in[7:0] - rs;
							end else begin
								case (in[11:8])
									4'd0: out0 <= rt;
									4'd1: out1 <= rt;
									4'd2: out2 <= rt;
									4'd3: out3 <= rt;
									4'd4: out4 <= rt;
									4'd5: out5 <= rt;
									4'd6: out6 <= rt;
									4'd7: out7 <= rt;
									4'd8: out8 <= rt;
									4'd9: out9 <= rt;
									4'd10: out10 <= rt;
									4'd11: out11 <= rt;
									4'd12: out12 <= rt;
									4'd13: out13 <= rt;
									4'd14: out14 <= rt;
									4'd15: out15 <= rt;
								endcase
								ok <= 1;
								cnt <= 0;
							end
						end
						3'b100: begin
							if (cnt==2) begin
								wen <= 1;
								addr <= rs[3:0];
								din <= rt + in[7:0];
							end else begin
								case (in[11:8])
									4'd0: out0 <= 0;
									4'd1: out1 <= 0;
									4'd2: out2 <= 0;
									4'd3: out3 <= 0;
									4'd4: out4 <= 0;
									4'd5: out5 <= 0;
									4'd6: out6 <= 0;
									4'd7: out7 <= 0;
									4'd8: out8 <= 0;
									4'd9: out9 <= 0;
									4'd10: out10 <= 0;
									4'd11: out11 <= 0;
									4'd12: out12 <= 0;
									4'd13: out13 <= 0;
									4'd14: out14 <= 0;
									4'd15: out15 <= 0;
								endcase
								ok <= 1;
								cnt <= 0;
							end
						end
						3'b101: begin
							if(cnt==2) begin
								ren <= 1;
								addr <= rs[3:0];
							end else if (cnt==3) begin
								ren <= 0;
								rt <= dout + in[7:0];
							end else begin
								case (in[11:8])
									4'd0: out0 <= rt;
									4'd1: out1 <= rt;
									4'd2: out2 <= rt;
									4'd3: out3 <= rt;
									4'd4: out4 <= rt;
									4'd5: out5 <= rt;
									4'd6: out6 <= rt;
									4'd7: out7 <= rt;
									4'd8: out8 <= rt;
									4'd9: out9 <= rt;
									4'd10: out10 <= rt;
									4'd11: out11 <= rt;
									4'd12: out12 <= rt;
									4'd13: out13 <= rt;
									4'd14: out14 <= rt;
									4'd15: out15 <= rt;
								endcase
								ok <= 1;
								cnt <= 0;
							end
						end
					endcase
				end
			end
			OUT: begin
				if (cnt) begin
					out_valid <= 0;
					ok <= 0;
				end
			end
		endcase
	end
end
endmodule
```

==> results.txt <==
impl run done, here's what came out: syn avg cell area=7.613 um2, Layout Skew=0.04826 ns, sequential share of power=40.4%, Most flops, register=temp, gpl congestion=1.110, post-route setup slack=11.41 ns, cells after synthesis=5591, Hold Crit Depth=0, Pins Over Slew Limit=0, Synth Warn #=1, Hold Crit Start=temp[2], crit path DRT=18.92 ns, tool warnings=88, CP endpoint kind=register, final core utilization=58.91%, CTS tree=yes, DRT Pass-1 Iters=10, Final Hold Fails=0, # Cells Yosys=5591, Overflow after GRT=0, DR vias/cell=6.926, die height=293.8 um, Final HPWL DP=165600 um, FF+latch count, synth=403, distinct lib cells=97, number of enable flip-flop cells=87, minimum clock period=6.989 ns, worst setup slack after placement=11.55 ns, top area cells in the synthesized netlist=dfrtp_1, a21oi_1, o21ai_0, FF-to-FF setup slack=11.41 ns, dominant cell type by area after synthesis=dfrtp_1, share of layout cells above drive strength 1=7.078%, total CTS buffers=50, DRC violation count after routing=0, post-cts sizing count=0, Layout area overhead=16.18%, pwr dens=117.7 nW/um2, most frequent cell after synthesis=a21oi_1, max cap viols=0, run status=complete, no violations, CTS Buffer Depth=3, CTS Hold Buffers Added=0, top post-synthesis cells by count=a21oi_1, o21ai_0, nor2_1, post-route setup TNS=0 ns, LEAKAGE=20.64 nW, routed wire length=230700 um, CTS sink count=403, Rows=106, H-tree depth=2, critical path fanouts, max=14, DR vias=48.56k, R2R Path Start=rs[3], startpoint types=register, worst skew pair latency=0.64 ns, worst setup path category=register to register, FP Core Util=50.70%, biggest regs=temp (32), in (19), CP Data Arrival Time=7.51 ns, switching pwr=0.002795 W, Critical R2R Capture=temp[26], Comb pwr share=41.7%, initial antenna violation count=22, Worst Max-Slew Pin Slew=1.006 ns, unrepaired setup endpoints after global routing=no, Final setup viols=0, 1st-iter DRT viols=6197, Rel. slew slack=32.91%, Max Fclk=143.1 MHz, Post-synth ARST share=78.41%, vias in the first global route=45.33k, hold endpoint=rl[2], Final ANT Viol Nets=0, port buffer count=316, first-pass GRT wire length=324200 um, Top Ports=317, clock share of power=17.9%, DIE AREA=86300 um2, Fillers=7373, worst-case reg-to-reg path depth=25, sequential share of the synthesized area=24.72%, largest net degree at the start of global routing=107, CORE AREA=83950 um2, Post-Syn Area=42570 um2, setup bufs post-CTS=0, Worst-path clk slew=0.07 ns, Switching Fraction=48.01%, top cell type's share of synthesized area=18.52%, Yosys chip area=42570 um2, Hold WC Path Type=register to register, final worst path period share=37.99%, Int Pwr=0.003027 W, VDD IR max=0.1239 mV, max reg flops=32, Tot GR Track Use=55.15%, Chip Width=293.8 um, clk root buf=clkbuf_16, Commonest flop=dfrtp_1, drt wl/cell=32.90 um
==> power by group through the flow <==
stage | clock, W | sequential (W) | combinational (W)
CTS | 0.00104 | 0.00218 | 0.00237
finish | 0.00104 | 0.00235 | 0.00243
global route | 0.00107 | 0.00227 | 0.00266
==> area by class of cell <==
cell class	instances	area (um2)	area share (%)
inverter	342	1284	2.596
clock inverter	29	314.1	0.6350
timing repair buffer	551	4945	9.999
antenna	28	70.07	0.1417
sequential	403	10520	21.28
tap	1134	1419	2.869
multi-input combinational	4461	29540	59.73
clock buffer	63	1361	2.753
==> worst max path at each step <==
stage | startpoint | to | slack (ns) | depth (start not counted)
CTS | rs[3] | temp[29] | 11.62 | 24
global route | rs[3] | temp[26] | 11.11 | 24
finish | rs[3] | temp[26] | 11.41 | 25
==> placed cells by master, fill, tap and decap left out, drive strengths merged, types with 38 or more instances in the layout <==
cell type	n
a211oi	38
a21o	49
a21oi	727
a221oi	38
a22oi	175
buf	236
clkbuf	63
clkdlybuf4s50	315
dfrtp	315
edfxtp	87
fa	139
ha	261
inv	344
mux2i	282
nand2	533
nand3	97
nand4	49
nor2	607
nor3	87
o21ai	683
xnor2	110
xor2	48
==> worst max-delay path, cell delays in order (launching register included) <==
cell and delay (ns):
edfxtp_1 0.59, inv_1 0.61, nor2_1 0.14, fa_1 0.57
inv_1 0.05, fa_1 0.48, inv_1 0.05, ha_1 0.30
nor2b_1 0.14, o21ai_0 0.20, a21boi_0 0.19, o211ai_1 0.33
a21oi_1 0.16, nor3b_1 0.34, o31ai_1 0.13, a21oi_1 0.19
xnor2_1 0.11, ha_1 0.41, nand3_1 0.13, nor2_1 0.24
o2111ai_1 0.14, a21boi_0 0.61, o211ai_1 0.18, mux2i_1 0.17
a31o_2 0.24, a32o_1 0.19
==> stage by stage <==
stage | instance area [um2] | total power [W] | instances | hold slack [ns]
after CTS | 49380 | 0.005586 | 6983 | 0.4746
final | 49450 | 0.005822 | 7011 | 0.4757
after global routing | 49420 | 0.005993 | 6996 | 0.4949
after floorplan | 42570 | 0.002874 | 5591 | 0.4226
after detailed placement | 47710 | 0.004538 | 6891 | 0.4590
after global placement | 47710 | 0.004490 | 6891 | 0.4586
==> cells by family after synthesis <==
| group | share of synthesized area [%] |
|---|---|
| xor gates and xnor gates | 3.251 |
| adders and majority gates | 14.21 |
| buffers and inverters | 6.473 |
| AOI/OAI and AO/OA | 28.70 |
| and+or+nand+nor | 15.88 |
| DFF | 24.72 |
| muxes | 6.772 |
==> per-layer routing <==
metal	share of wire, %	vias to the layer above	GRT usage, %
met1	36	22810	69.49
met4	7.6	45	31.35
li1	-	20460	-
met3	20	1015	42.00
met2	36	4229	64.93
met5	0.78	-	17.47
Power and IR drop assume default switching activity.
