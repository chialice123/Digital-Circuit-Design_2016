==> flow/design.v <==
module pipeline_cpu(
	clk,
	rst_n,
	in_valid,
	instruction,
	dout,
	out_valid,
	ren,
	wen,
	addr,
	out_addr,
	din,
	out
);
input clk, rst_n, in_valid;
input [18:0] instruction;
input [15:0] dout;
output logic out_valid, ren, wen;
output logic [15:0] out, din;
output logic [3:0] out_addr, addr;
logic [18:0] in, in1, in2;
logic [15:0] out0, out1, out2, out3, out4, out5, out6, out7, out8, out9, out10, out11, out12, out13, out14, out15;
logic [19:0] rd, rs, rt, rl;
logic [19:0] rd1, rs1, rt1, rl1;
logic [19:0] rd2, rs2, rt2, rl2;
logic ok_in, ok_cal1, ok_cal2;
always @(posedge clk or negedge rst_n) begin
	if (!rst_n) begin
		rs <= 0;
		rt <= 0;
		ok_in <= 0;
		in <= 0;
	end else if (in_valid) begin
		ok_in <= 1;
		in <= instruction;
		case (instruction[15:12])
			4'd0: rs <= out0;
			4'd1: rs <= out1;
			4'd2: rs <= out2;
			4'd3: rs <= out3;
			4'd4: rs <= out4;
			4'd5: rs <= out5;
			4'd6: rs <= out6;
			4'd7: rs <= out7;
			4'd8: rs <= out8;
			4'd9: rs <= out9;
			4'd10: rs <= out10;
			4'd11: rs <= out11;
			4'd12: rs <= out12;
			4'd13: rs <= out13;
			4'd14: rs <= out14;
			4'd15: rs <= out15;		
		endcase
		case (instruction[11:8])
			4'd0: rt <= out0;
			4'd1: rt <= out1;
			4'd2: rt <= out2;
			4'd3: rt <= out3;
			4'd4: rt <= out4;
			4'd5: rt <= out5;
			4'd6: rt <= out6;
			4'd7: rt <= out7;
			4'd8: rt <= out8;
			4'd9: rt <= out9;
			4'd10: rt <= out10;
			4'd11: rt <= out11;
			4'd12: rt <= out12;
			4'd13: rt <= out13;
			4'd14: rt <= out14;
			4'd15: rt <= out15;
		endcase
	end else
		ok_in <= 0;
end
always @(posedge clk or negedge rst_n) begin
	if (!rst_n) begin
		rd1 <= 0;
		rs1 <= 0;
		rt1 <= 0;
		rl1 <= 0;
		ok_cal1 <= 0;
		din <= 0;
		ren <= 0;
		wen <= 0;
		in1 <= 0;
		addr <= 0;
		rd2 <= 0;
		rs2 <= 0;
		rt2 <= 0;
		rl2 <= 0;
		in2 <= 0;
		ok_cal2 <= 0;
	end else begin
		if (ok_in) begin
			in1 <= in;
			rd1 <= 0;
			rl1 <= 0;
			ok_cal1 <= 1;
			rs1 <= rs;
			rt1 <= rt;
			case (in[18:16])
				3'b000: begin
					case (in[3:0])
						4'b0000: rd1 <= rs & rt;
						4'b0001: rd1 <= rs | rt;
						4'b0010: rd1 <= rs + rt;
						4'b0011: begin
							if (rs>rt) rd1 <= rs-rt;
							else rd1 <= rt-rs;
						end
					endcase
				end
				3'b001: begin
					rd1 <= rs[15:0]*rt[15:12];
					rs1 <= rs[15:0]*rt[11:8];
					rt1 <= rs[15:0]*rt[7:4];
					rl1 <= rs[15:0]*rt[3:0];
				end
				3'b010: begin
					rt1 <= rs + in[7:0];
				end
				3'b011: begin
					if (rs>in[7:0])
						rt1 <= rs - in[7:0];
					else 
						rt1 <= in[7:0] - rs;
				end
				3'b100: begin
					wen <= 1;
					addr <= rs[3:0];
					din <= rt + in[7:0];
				end
				3'b101: begin
					ren <= 1;
					addr <= rs[3:0];
				end
			endcase
		end else begin
			ok_cal1 <= 0;
		end
		if (ok_cal1) begin
			ok_cal2 <= 1;
			in2 <= in1;
			rd2 <= rd1;
			rs2 <= rs1;
			rt2 <= rt1;
			rl2 <= rl1;
			case (in1[18:16])
				3'b001: begin
					{rd2[15:0],rl2[15:0]} <= (rd1<<12)+(rs1<<8)+(rt1<<4)+rl1;
				end
				3'b100: begin
					rl2 <= din;
					wen <= 0;
				end
				3'b101: begin
					ren <= 0;
					rt2 <= dout + in1[7:0];
				end
			endcase
		end else begin
			ok_cal2 <= 0;
		end
	end
end
always @(posedge clk or negedge rst_n) begin
	if (!rst_n) begin
		out <= 0;
		out_addr <= 0;
		out0 <= 0;
		out1 <= 0;
		out2 <= 0;
		out3 <= 0;
		out4 <= 0;
		out5 <= 0;
		out6 <= 0;
		out7 <= 0;
		out8 <= 0;
		out9 <= 0;
		out10 <= 0;
		out11 <= 0;
		out12 <= 0;
		out13 <= 0;
		out14 <= 0;
		out15 <= 0;
		out_valid <= 0;
	end else if (ok_cal2) begin
		out_valid <= 1;
		case (in2[18:16])
			3'b000: begin
				out <= rd2;
				out_addr <= in2[7:4];
				case (in2[7:4])
					4'd0: out0 <= rd2;
					4'd1: out1 <= rd2;
					4'd2: out2 <= rd2;
					4'd3: out3 <= rd2;
					4'd4: out4 <= rd2;
					4'd5: out5 <= rd2;
					4'd6: out6 <= rd2;
					4'd7: out7 <= rd2;
					4'd8: out8 <= rd2;
					4'd9: out9 <= rd2;
					4'd10: out10 <= rd2;
					4'd11: out11 <= rd2;
					4'd12: out12 <= rd2;
					4'd13: out13 <= rd2;
					4'd14: out14 <= rd2;
					4'd15: out15 <= rd2;
				endcase
			end
			3'b001: begin
				out <= rd2&rl2;
				out_addr <= in2[7:4]+in2[3:0];
				case (in2[7:4])
					4'd0: out0 <= rd2;
					4'd1: out1 <= rd2;
					4'd2: out2 <= rd2;
					4'd3: out3 <= rd2;
					4'd4: out4 <= rd2;
					4'd5: out5 <= rd2;
					4'd6: out6 <= rd2;
					4'd7: out7 <= rd2;
					4'd8: out8 <= rd2;
					4'd9: out9 <= rd2;
					4'd10: out10 <= rd2;
					4'd11: out11 <= rd2;
					4'd12: out12 <= rd2;
					4'd13: out13 <= rd2;
					4'd14: out14 <= rd2;
					4'd15: out15 <= rd2;
				endcase
				case (in2[3:0])
					4'd0: out0 <= rl2;
					4'd1: out1 <= rl2;
					4'd2: out2 <= rl2;
					4'd3: out3 <= rl2;
					4'd4: out4 <= rl2;
					4'd5: out5 <= rl2;
					4'd6: out6 <= rl2;
					4'd7: out7 <= rl2;
					4'd8: out8 <= rl2;
					4'd9: out9 <= rl2;
					4'd10: out10 <= rl2;
					4'd11: out11 <= rl2;
					4'd12: out12 <= rl2;
					4'd13: out13 <= rl2;
					4'd14: out14 <= rl2;
					4'd15: out15 <= rl2;
				endcase
			end
			3'b010: begin
				out_addr <= in2[11:8];
				out <= rt2;
				case (in2[11:8])
					4'd0: out0 <= rt2;
					4'd1: out1 <= rt2;
					4'd2: out2 <= rt2;
					4'd3: out3 <= rt2;
					4'd4: out4 <= rt2;
					4'd5: out5 <= rt2;
					4'd6: out6 <= rt2;
					4'd7: out7 <= rt2;
					4'd8: out8 <= rt2;
					4'd9: out9 <= rt2;
					4'd10: out10 <= rt2;
					4'd11: out11 <= rt2;
					4'd12: out12 <= rt2;
					4'd13: out13 <= rt2;
					4'd14: out14 <= rt2;
					4'd15: out15 <= rt2;
				endcase
			end
			3'b011: begin
				out_addr <= in2[11:8];
				out <= rt2;
				case (in2[11:8])
					4'd0: out0 <= rt2;
					4'd1: out1 <= rt2;
					4'd2: out2 <= rt2;
					4'd3: out3 <= rt2;
					4'd4: out4 <= rt2;
					4'd5: out5 <= rt2;
					4'd6: out6 <= rt2;
					4'd7: out7 <= rt2;
					4'd8: out8 <= rt2;
					4'd9: out9 <= rt2;
					4'd10: out10 <= rt2;
					4'd11: out11 <= rt2;
					4'd12: out12 <= rt2;
					4'd13: out13 <= rt2;
					4'd14: out14 <= rt2;
					4'd15: out15 <= rt2;
				endcase
			end
			3'b100: begin
				out <= rl2;
				case (in2[11:8])
					4'd0: out_addr <= out0[3:0];
					4'd1: out_addr <= out1[3:0];
					4'd2: out_addr <= out2[3:0];
					4'd3: out_addr <= out3[3:0];
					4'd4: out_addr <= out4[3:0];
					4'd5: out_addr <= out5[3:0];
					4'd6: out_addr <= out6[3:0];
					4'd7: out_addr <= out7[3:0];
					4'd8: out_addr <= out8[3:0];
					4'd9: out_addr <= out9[3:0];
					4'd10: out_addr <= out10[3:0];
					4'd11: out_addr <= out11[3:0];
					4'd12: out_addr <= out12[3:0];
					4'd13: out_addr <= out13[3:0];
					4'd14: out_addr <= out14[3:0];
					4'd15: out_addr <= out15[3:0];
				endcase
			end
			3'b101: begin
				out_addr <= in2[11:8];
				out <= rt2;
				case (in2[11:8])
					4'd0: out0 <= rt2;
					4'd1: out1 <= rt2;
					4'd2: out2 <= rt2;
					4'd3: out3 <= rt2;
					4'd4: out4 <= rt2;
					4'd5: out5 <= rt2;
					4'd6: out6 <= rt2;
					4'd7: out7 <= rt2;
					4'd8: out8 <= rt2;
					4'd9: out9 <= rt2;
					4'd10: out10 <= rt2;
					4'd11: out11 <= rt2;
					4'd12: out12 <= rt2;
					4'd13: out13 <= rt2;
					4'd14: out14 <= rt2;
					4'd15: out15 <= rt2;
				endcase
			end
		endcase
	end
end
endmodule
==> flow/run.sh <==
#!/bin/bash
# OpenROAD 26Q1-2900-gdf79404cd8, Yosys 0.63+post, stock flow scripts
make -C /OpenROAD-flow-scripts/flow DESIGN_CONFIG=/design/flow/config.mk WORK_HOME=/design/flow/orfs finish
==> flow/config.mk <==
export PLATFORM = sky130hd
export DESIGN_NAME = pipeline_cpu
export DESIGN_NICKNAME = pipeline_cpu
export VERILOG_FILES = /design/flow/design.v
export SDC_FILE = /design/flow/constraint.sdc
export NUM_CORES = 4
export LEC_CHECK = 1
export CORE_UTILIZATION = 30
==> flow/constraint.sdc <==
current_design pipeline_cpu

set clk_period 13.6
set clk_io_pct 0.2

create_clock -name clk0 -period $clk_period [get_ports {clk}]

set non_clock_inputs [all_inputs -no_clocks]
set_input_delay [expr $clk_period * $clk_io_pct] -clock clk0 $non_clock_inputs
set_output_delay [expr $clk_period * $clk_io_pct] -clock clk0 [all_outputs]
==> results.py <==
# Generated from Yosys and OpenROAD reports
metrics = {
    "grt": {
        "grt_max_degree": 138,
        "grt_pass1_wl_um": 320000,
        "overflow": 0,
        "track_usage_pct": 30.4,
        "antenna_found_initial": 14,
        "grt_pass1_vias": 42860,
    },
    "timing": {
        "finalClockSkew_ns": 0.0630,
        "fin_crit_ns": 5.07,
        "fin_ws_ns": 8.53,
        "slew_headroom_pct": 23.8,
        "fin_setup_tns_ns": 0,
        "setup_viol": 0,
        "tightest_slew_ns": 1.13,
        "whs_ns": 0.468,
        "slew_viol_final": 0,
        "rsz0062_at_grt": "false",
        "hold_viol": 0,
        "fmax_ghz": 0.197,
        "min_period_over_period_pct": 37.2,
    },
    "placed_design": {
        "dp_slack_ns": 8.04,
        "place_area_um2": 48300,
        "port_buffers": 80,
        "dp_hpwl_um": 159000,
        "place_congestion": 1.06,
    },
    "die": {
        "fp-utilization_pct": 30.3,
        "io_pins": 81,
        "die_x_um": 388,
        "std_cell_rows": 141,
        "die_height_um": 388,
        "die-area_um2": 151000,
        "fp.coreArea_um2": 148000,
    },
    "yosys": {
        "yosys.area.top_type": "dfrtp_1",
        "ys_ff": 507,
        "synth_area_per_cell_um2": 7.86,
        "ys_area_um2": 44800,
        "yosys_warnings": 1,
        "ff_type": "dfrtp_1",
        "syn-cell-area_um2": 44800,
        "synthTopCellsByArea": "dfrtp_1 28%, a21oi_1 11%, nor2_1 7.2%",
        "yosys.area.top_type_share_pct": 28.3,
        "synth_cell_type_count": 86,
        "edf_count": 0,
        "netlist_instances": 5696,
        "ys_seq_share_pct": 28.3,
        "async_flop_share_pct": 100,
        "synth.yosys.num_cells": 5696,
    },
    "power_and_ir_drop": {
        "fin_total_pwr_mw": 11.1,
        "p_leak_nw": 21.5,
        "peakVddDrop_mv": 0.130,
        "power_density_nw_per_um2": 220,
    },
    "worst_setup_path": {
        "start_kind": "input port",
        "r2r_slack_ns": 8.66,
        "slowest_delay_ns": 0.75,
        "r2r_cells": 18,
        "worst_path_max_delay_cell": "o221ai_1",
        "critPathArrivalTime_ns": 5.57,
        "cp_cell_sequence": "clkdlybuf4s50_1 > nand2b_1 > nor2_1 > buf_4 > a22o_1 > a221oi_1 > nand3_1 > o221ai_1 > o21ai_0",
        "worstSetupPathType": "input port to flop",
        "reg2reg_to": "rl1[18]$_DFFE_PN0P_",
        "crit_path_start": "instruction[9]",
        "cp_data_required_time_ns": 14.10,
        "cp_max_fo": 16,
        "crit_path_end": "rt[2]$_DFFE_PN0P_",
        "cp-end-kind": "flop",
        "r2r_start": "rs[2]$_DFFE_PN0P_",
    },
    "clock_tree": {
        "clk_latency_ns": 0.73,
        "cts_tree": "done",
        "cts-resized-gates": 0,
        "h-tree-depth": 2,
        "cts.root.buffer_cell": "clkbuf_16",
        "post_cts_buffers": 0,
        "ctsHoldBuffers": 0,
        "clockBufferDepth": 3,
        "clkTransAtPathRegs_ns": 0.07,
        "cts_buffers": 61,
        "cts_sinks": 507,
    },
    "detailed_routing": {
        "drt-total-wl_um": 227000,
        "viasPerCell": 5.98,
        "vias": 45500,
        "firstDrtPassIters": 7,
        "dr.first_iter.drc_count": 5244,
        "post_drt_wl_per_cell_um": 29.9,
        "drc_errors": 0,
        "ant_nets": 0,
    },
    "final_layout": {
        "postLayoutCellArea_um2": 50400,
        "drive_above_1_share_pct": 8.53,
        "syn2layout_area_growth_pct": 12.6,
        "nFillCells": 15171,
    },
    "job": {
        "cap_violations": 0,
        "warnings": 95,
    },
    "worst_hold_path": {
        "hold_path.class": "flop to flop",
    },
    "run_status": {
        "status": "completed",
    },
}
[how the worst min path moves through the flow]
stage / startpoint / end / slack [ns] / cells after the start
finish: out_valid$_DFFE_PN0P_ / out_valid$_DFFE_PN0P_ / 0.47 / 1
global route: out[3]$_DFFE_PN0P_ / out[3]$_DFFE_PN0P_ / 0.52 / 1
CTS: out_valid$_DFFE_PN0P_ / out_valid$_DFFE_PN0P_ / 0.47 / 1
[kinds of logic after synthesis]
logic type | synth area share (%)
muxes | 7.65
adders and majority gates | 13.6
and+or+nand+nor | 15.2
xor gates and xnor gates | 2.52
DFF | 28.3
AOI/OAI and AO/OA | 25.7
buffers and inverters | 6.99
[synthesized netlist by cell type, types with 8 or more instances]
| cell | number |
|---|---|
| o31ai_1 | 17 |
| dfrtp_1 | 507 |
| mux2_2 | 54 |
| a221oi_1 | 45 |
| mux2i_1 | 278 |
| nor2b_1 | 41 |
| o22ai_1 | 21 |
| nand3_1 | 79 |
| a211oi_1 | 22 |
| ha_1 | 257 |
| nor4_1 | 10 |
| o311ai_0 | 9 |
| xnor2_1 | 92 |
| a31o_2 | 9 |
| inv_1 | 349 |
| a31oi_1 | 43 |
| o221ai_1 | 49 |
| a21o_1 | 47 |
| a22oi_1 | 196 |
| fa_1 | 143 |
| clkbuf_1 | 377 |
| a22o_1 | 44 |
| nand4_1 | 58 |
| a21oi_1 | 957 |
| o21a_1 | 16 |
| xor2_1 | 37 |
| or2_2 | 8 |
| nor3_1 | 66 |
| buf_2 | 32 |
| o21ai_0 | 316 |
| nand2_1 | 365 |
| o21bai_1 | 22 |
| and3_1 | 13 |
| o211ai_1 | 18 |
| or3_1 | 17 |
| buf_1 | 33 |
| nand2b_1 | 33 |
| nor2_1 | 860 |
| a311oi_1 | 8 |
| o2bb2ai_1 | 18 |
[power breakdown]
group | leakage [nW] | internal, mW | switching, mW
clock network | 1.01 | 0.999 | 0.779
logic | 14.6 | 2.34 | 3.90
registers | 5.95 | 2.06 | 1.03
total | 21.5 | 5.40 | 5.71
[registers in the layout (all words and copies together), names as in the netlist, 20 cells and up]
name,cells
rd1,20
rl1,20
rs1,20
rt1,20
[worst max-delay path: cells and delay by family]
kind | cells | cell delay, ns
AND-OR/OR-AND | 4 | 1.45
buffers and inverters | 2 | 0.95
AND/OR/NAND/NOR | 3 | 0.43
[placed cells by master (no fill, tap or decap), drive strengths merged, types with 143 or more instances in the layout]
cell type  count
fa           143
nor2         861
o21ai        321
inv          351
a22oi        196
dfrtp        507
a21oi        958
nand2        365
ha           257
mux2i        278
buf          242
[final cells by class]
cell class	instances	area, um2	share of cell area, %
antenna	5	12.5	0.0248
tap	1930	2410	4.79
clock buffer	77	1660	3.28
clock inverter	35	447	0.886
multi-input combinational	4380	29200	58.0
timing repair buffer	320	2620	5.19
inverter	357	1340	2.66
sequential	507	12700	25.2
[through the flow]
| stage | util (%) | std cells |
|---|---|---|
| after floorplan | - | 5696 |
| after detailed placement | 32.6 | 7494 |
| after global routing | 34.1 | 7606 |
| after global placement | 32.6 | 7494 |
| final | 34.1 | 7611 |
| after CTS | 34.1 | 7606 |
[routing by layer]
layer | global-route usage (%) | wire length [um]
met3 | 9.73 | 26300
met2 | 43.5 | 95300
met5 | 0 | 81
met4 | 18.8 | 17800
met1 | 40.3 | 87800
Power is estimated from default activity; no workload was simulated.
