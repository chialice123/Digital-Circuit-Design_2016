$ cat ./run.sh
#!/bin/bash
# OpenROAD 26Q1-2900-gdf79404cd8, Yosys 0.63+post, stock flow scripts
make -C /OpenROAD-flow-scripts/flow DESIGN_CONFIG=/design/flow/config.mk WORK_HOME=/design/flow/orfs finish
$ cat ./config.mk
export PLATFORM = sky130hd
export DESIGN_NAME = ox
export DESIGN_NICKNAME = ox
export VERILOG_FILES = /design/flow/design.v
export SDC_FILE = /design/flow/constraint.sdc
export NUM_CORES = 4
export LEC_CHECK = 1
export CORE_AREA = 10 10 105 105
export DIE_AREA = 0 0 115 115
$ cat ./constraint.sdc
current_design ox

set clk_period 11.4
set clk_io_pct 0.2

create_clock -name clk0 -period $clk_period

set non_clock_inputs [all_inputs -no_clocks]
set_input_delay [expr $clk_period * $clk_io_pct] -clock clk0 $non_clock_inputs
set_output_delay [expr $clk_period * $clk_io_pct] -clock clk0 [all_outputs]
$ cat ./design.v
module ox(
	Original_pos,
	Sequence,
	Line_O,
	Line_X
);
input [3:0] Original_pos;
input [8:0] Sequence;
output reg [3:0] Line_O;
output reg [3:0] Line_X;
reg [8:0] save;
always @(*) begin	
	case (Original_pos)
		4'd1:
			save = Sequence;
		4'd2:
			save = {Sequence[7:0],Sequence[8]};
		4'd3:
			save = {Sequence[6:0],Sequence[8:7]};
		4'd4:
			save = {Sequence[5:0],Sequence[8:6]};
		4'd5:
			save = {Sequence[4:0],Sequence[8:5]};
		4'd6:
			save = {Sequence[3:0],Sequence[8:4]};
		4'd7:
			save = {Sequence[2:0],Sequence[8:3]};
		4'd8:
			save = {Sequence[1:0],Sequence[8:2]};
		4'd9:
			save = {Sequence[0],Sequence[8:1]};
		default:
			save = 0;
	endcase
	Line_O=0;
	Line_X=0;
	if (save[0]==save[1] && save[1]== save[2])begin
		if (save[0]==0)
			Line_O = Line_O+1;
		else
			Line_X = Line_X+1;
	end else begin
	end
	if (save[3]==save[4] && save[4]== save[5])begin
		if (save[3]==0)
			Line_O = Line_O+1;
		else
			Line_X = Line_X+1;
	end else begin
	end
	if (save[6]==save[7] && save[7]== save[8])begin
		if (save[6]==0)
			Line_O = Line_O+1;
		else
			Line_X = Line_X+1;
	end else begin
	end
	if (save[0]==save[3] && save[3]== save[6])begin
		if (save[0]==0)
			Line_O = Line_O+1;
		else
			Line_X = Line_X+1;
	end else begin
	end
	if (save[1]==save[4] && save[4]== save[7])begin
		if (save[1]==0)
			Line_O = Line_O+1;
		else
			Line_X = Line_X+1;
	end else begin
	end
	if (save[2]==save[5] && save[5]== save[8])begin
		if (save[2]==0)
			Line_O = Line_O+1;
		else
			Line_X = Line_X+1;
	end else begin
	end
	if (save[0]==save[4] && save[4]== save[8])begin
		if (save[0]==0)
			Line_O = Line_O+1;
		else
			Line_X = Line_X+1;
	end else begin
	end
	if (save[2]==save[4] && save[4]== save[6])begin
		if (save[2]==0)
			Line_O = Line_O+1;
		else
			Line_X = Line_X+1;
	end else begin
	end
end
endmodule
==> qor.txt <==
Logic pwr share = 1.000
Initial DRC count = 175
Hold slack final = 6.14 ns
Slew Limit Fails = 0
Num ports = 21
Worst-margin pin slew = 0.840 ns
FP Util = 0.242
HP Class = input pin to output pin
Synth Area per Inst = 7.68 sq um
Total Routing Usage GR = 0.0794
WP buf/inv = 5
Hold Vio Cnt, Final = 0
CLK BUF = 0
Routed len/inst = 13.3 microns
Crit path DAT = 8.48 ns
First-pass GRT wire length = 9180 microns
Number of cells in Yosys stat = 276
# setup viols final = 0
Logic area = 0.00198 sq mm
Register area share after synthesis = 0
Min Tclk post-route = 10.76 ns
Max Cap Viol = 0
Status = completed
Sw Share = 0.475
P_sw = 0.000117 W
Tool warnings = 32
List of most frequent post-synthesis cells = xnor2_1 (18), nand2_1 (17), nand3b_1 (16)
Initial antenna violation count = 0
Residual DRC count = 0
GPL Wtd Cong = 0.892
Cells after synthesis = 276
Unrepaired setup endpoints after global routing = no
Top delay family on crit path = simple AND/OR/NAND/NOR gates
Post-CTS Hold Fix Bufs = 0
LEAKAGE = 0.991 nW
Final wirelength = 5330 microns
Avg Vias per Cell = 5.23
Pin count of the biggest net entering global routing = 41
Yosys top cell by area = xnor2_1
Synth cell types = 74
DR pass1 iterations = 4
Register area = 0 sq um
Half-perimeter wire length after placement = 4190 microns
GRT overflow = 0
Routed Antenna Nets = 0
Hold path start = Original_pos[2]
Die width = 115 microns
Worst-case hold path end point = Line_O[0]
Number of global-route vias before repair = 1,947
FILL cells = 924
Crit Path Max Fanout = 40
Synth-to-layout area growth = 17.0%
Slowest CP cell = clkdlybuf4s50_1
Row cnt = 34
Sequential Power Share = 0
YS warnings = 1
Biggest area cells = xnor2_1 (7.4%), ha_1 (7.1%), mux2_2 (5.8%), nand3b_1 (5.7%), xor2_1 (4.5%)
P per Cell Area = 99.0 mW/mm^2
Post-synth area from yosys stat = 0.00212 sq mm
CP required = 9.12 ns
CP endpoint kind = output pin
Worst path max stage delay = 0.48 ns
Antenna Diode Count = 0
Die height = 115 microns
Int Pwr = 0.000129 W
Layout cells sized above 1 = 0.143
Synth Cell Area = 0.00212 sq mm
Clock Power Share = 0
Highest clock rate = 0.0929 GHz
Area share, top type = 0.0743
Port-buffer cells = 21
Peak supply drop = 0.0384 mV
Slew HR = 0.436
Period Utilization, post-route = 0.944
Element type at the critical path start = input pin
Core area = 0.00876 sq mm
Vias = 2,098
Flops = 0
Most common cell in the netlist = xnor2_1
Setup TNS Final = 0 ns
Hold path cells = 7
Die Area = 0.0132 sq mm
Kind of critical path = input pin to output pin
==> metrics by stage <==
stage / instance area [sq um] / total power [W] / util / cells / worst slack, ns
2_1_floorplan: 2120 / 0.000166 / - / 276 / 1.86
4_1_cts: 2480 / 0.000250 / 0.283 / 401 / 0.310
3_5_place_dp: 2480 / 0.000249 / 0.283 / 401 / 0.323
5_1_grt: 2480 / 0.000279 / 0.283 / 401 / 0.0671
3_3_place_gp: 2480 / 0.000246 / 0.283 / 401 / 0.366
6_report: 2480 / 0.000246 / 0.283 / 401 / 0.637
==> cell families (layout without fill, tap and decap cells) <==
group / after synthesis / after routing / share of synthesized area
AND/OR/NAND/NOR: 120 / 120 / 0.373
AND-OR/OR-AND: 56 / 56 / 0.193
XOR/XNOR: 33 / 33 / 0.163
buffers and inverters: 31 / 48 / 0.0661
multiplexers: 23 / 23 / 0.129
adder cells (fa/ha/maj): 13 / 13 / 0.0755
==> timing repair <==
item                                    CTS  global route
resized                                   0             2
endpoints found under the setup margin    0             3
setup buffers                             0             0
==> cells in the final DEF (no fill, tap or decap), types with 11 or more instances in the layout <==
cell type         n
ha_1             12
xnor2_1          18
mux2_2           11
clkdlybuf4s50_1  19
nor2_1           12
buf_4            13
nand2_1          17
nand3b_1         16
xor2_1           11
inv_1            12
==> metal layers <==
metal | share of wire | track usage | vias to the layer above
li1 | - | - | 1088
met4 | 0.0092 | 0.00660 | 0
met1 | 0.50 | 0.119 | 943
met5 | 0 | 0 | -
met3 | 0.059 | 0.00475 | 4
met2 | 0.44 | 0.126 | 63
==> worst max path at each step <==
stage | slack (ns) | to | cells past startpoint | from
4_1_cts | 0.31 | Line_O[3] | 25 | Original_pos[2]
6_report | 0.64 | Line_O[3] | 26 | Original_pos[1]
5_1_grt | 0.07 | Line_O[3] | 28 | Original_pos[1]
==> power by group through the flow <==
| stage | combinational [W] | sequential, W | clock, W |
|---|---|---|---|
| 4_1_cts | 0.000250 | 0 | 0 |
| 5_1_grt | 0.000279 | 0 | 0 |
| 6_report | 0.000246 | 0 | 0 |
==> final cells by class <==
| type | instances | share of cell area |
|---|---|---|
| Inverter | 14 | 0.0212 |
| Multi-Input combinational cell | 245 | 0.798 |
| Tap cell | 108 | 0.0545 |
| Timing Repair Buffer | 34 | 0.126 |
Power and IR drop assume default switching activity.
